**/design/flow/design.v**
```verilog
`timescale 1ns / 1ps
module count(sclk,n);
input sclk;
output reg [5:0] n=0;
always@(posedge sclk)
case(n)
26:n=0;
default: n=n+1;
endcase
endmodule
`timescale 1ns / 1ps
module div(clk, sclk);
input wire clk;
output wire sclk;
parameter N=14;
reg [N-1:0] count=0;
assign sclk =count[N-1];
always @(posedge(clk)) 
count =count + 1;
endmodule
`timescale 1ns / 1ps
module spi(MISO, MOSI, Dout, cs, clk, sclk, copia_mo, copia_mi, copia_sclk, copia_cs, sh);
input MISO;
input clk;
output sh;
output sclk;
output wire MOSI;
output wire cs;
output wire [7:0] Dout;
wire [5:0] n;
output wire copia_mi;
output wire copia_mo;
output wire copia_sclk;
output wire copia_cs;
assign copia_mi=MISO;
assign copia_mo=MOSI;
assign copia_sclk=sclk;
assign copia_cs=cs;
div clk_system(.clk(clk), .sclk(sclk));
count st_count(.sclk(sclk), .n(n));
statemachine state(.sh(sh), .MISO(MISO), .MOSI(MOSI), .Dout(Dout), .sclk(sclk), .cs(cs), .n(n));
endmodule
`timescale 1ns / 1ps
module statemachine(sclk,Dout,MISO,MOSI,cs,n,sh);
input MISO;
input sclk;
input [5:0] n;
output reg [7:0] Dout;
output reg MOSI=1;
output reg cs=1;
wire [7:0] instruction;
output reg sh=0;
reg [7:0] shift_mi=0;
reg [15:0] shift_mo=0;
reg [2:0] st=0;
reg [1:0] Dim=0;
parameter Din_charge=1;
parameter MO_sh=2;
parameter MI_sh=3;
parameter MI_init=4;
parameter Dout_charge=5;
assign instruction=8'b00001011;
always @(negedge sclk)
begin
case(st)
Din_charge:
begin
if(Dim==2) Dim<=0;
else Dim<=Dim+1;
shift_mo[15:8]<=instruction;
case(Dim)
	 0:shift_mo[7:0]<=8'b00001111;
	 1:shift_mo[7:0]<=8'b00010001;
	 2:shift_mo[7:0]<=8'b00010011;
	 endcase
end
MO_sh: 
   begin  
	 cs<=0;
    MOSI<=shift_mo[17-n];
	end
MI_sh: MOSI<=1;
Dout_charge: 
   begin  
    Dout<=shift_mi;
    cs<=1;
	end
	endcase
	end
always @(posedge sclk)
begin
case(st)
MI_sh:
   begin
	 shift_mi[25-n]<=MISO;
	end
endcase	
end
always@(negedge sclk)
begin
case(n)
1: st<=Din_charge;
2: st<=MO_sh;
18: st<=MI_sh;
26:st<=Dout_charge;
default:sh<=sh+1;
endcase
end
endmodule
```
**/design/flow/run.sh**
```bash
#!/bin/bash
# OpenROAD 26Q1-2900-gdf79404cd8, Yosys 0.63+post, stock flow scripts
make -C /OpenROAD-flow-scripts/flow DESIGN_CONFIG=/design/flow/config.mk WORK_HOME=/design/flow/orfs finish
```
**/design/flow/config.mk**
```make
export PLATFORM = sky130hd
export DESIGN_NAME = spi
export DESIGN_NICKNAME = spi
export VERILOG_FILES = /design/flow/design.v
export SDC_FILE = /design/flow/constraint.sdc
export NUM_CORES = 4
export LEC_CHECK = 1
export CORE_UTILIZATION = 30
```
**/design/flow/constraint.sdc**
```tcl
current_design spi

set clk_period 2.4
set clk_io_pct 0.2

create_clock -name clk0 -period $clk_period [get_ports {clk}]

set non_clock_inputs [all_inputs -no_clocks]
set_input_delay [expr $clk_period * $clk_io_pct] -clock clk0 $non_clock_inputs
set_output_delay [expr $clk_period * $clk_io_pct] -clock clk0 [all_outputs]
```
==> out/qor.yml <==
logic_synthesis:
  ys_async_sr_fraction: 0
  synth-area-yosys_sq_um: 2620
  top_area_cell: "edfxtp_1"
  yosys_warnings: 3
  synthTopCellsByArea: "edfxtp_1 (33%), dfxtp_1 (15%), ha_1 (8.6%)"
  syn_area_sq_um: 2620
  ys_cells: 247
  numSynthFlops: 49
  synth_seq_share: 0.485
  top_area_frac: 0.332
  ys_types: 49
  synth_cells: 247
  synthFlopType: "edfxtp_1"
  edf_count: 29
  syn_area_per_cell_sq_um: 10.6
finish:
  design_area_sq_um: 2910
  drive_gt1_frac: 0.0469
  lay_top_cells: "edfxtp_1 (29), nand2_1 (21), dfxtp_1 (20), nor2_1 (18), ha_1 (18)"
  layout_top_cell: "edfxtp_1"
  area_delta_synth_final_pct: 10.9
  regArea_sq_um: 1270
  layout.cells.non_filler: 361
  post-route-util: 0.349
  layout.area.comb_sq_um: 1220
  nFillCells: 834
power:
  combPwrFrac: 0.017
  power.leakage_nw: 1.04
  p_per_area_nw_per_um2: 145
  pwr-share-seq: 0.553
  p_sw_mw: 0.0741
  max-vdd-ir-drop_uv: 314
  intPower_mw: 0.348
  p_total_mw: 0.422
  switching_share: 0.175
  clockPowerShare: 0.431
global_route:
  grtUsageMet1: 0.149
  overflow: 0
  grt_pass1_wl_mm: 7.17
  grt_busiest_layer: "met2"
  grt_pass1_vias: 1553
  gr-usage-met2: 0.168
  grt_usage: 0.0998
  grt_use_met3: 0.00892
  antenna_found_initial: 0
  grt_max_degree: 22
die:
  core_sq_um: 8340
  pin_count: 18
  dieArea_sq_um: 9120
  fp.dieW_um: 95.5
  initial_utilization: 0.314
  row_count: 33
  die_y_um: 95.5
route:
  vias: 1708
  drcViolationCount: 0
  drt-pass1-iter-count: 6
  drt_wl_total_mm: 4.11
  ant_nets: 0
  wire_per_inst_um: 11.4
  via_per_inst: 4.73
  antenna_cells: 0
  drt-initial-drc-count: 97
final_timing:
  clock_skew_ps: 3.32
  worstMarginPinSlew_ps: 770
  untimed_endpoints: 75
  fin_hold_ws_ps: 428
  period_minus_slack_ps: 1910
  hold_viol_final: 0
  unclocked_regs: 35
  fin_setup_tns_ps: 0
  drv_slew: 0
  timing.final.crit_share: 0.795
  setup_viol: 0
  fin_ws_ps: 493
  fmax_mhz: 524
  slew_headroom: 0.484
  rsz0062_at_grt: "no"
clocking:
  numCtsBuffers: 3
  cts_tree: "built"
  cts_buffer_depth: 2
  clkTransAtPathRegs_ps: 50
  postCtsSetupBuffers: 0
  clockRootBuffer: "clkbuf_8"
  ctsResizeCount: 0
  cts_hold_buf: 0
  htreeDepth: 1
  insertion_delay_ps: 240
worst_setup_path:
  cpPeakStageDelay_ps: 490
  start_kind: "input port"
  cp_slowest_cell: "clkdlybuf4s50_1"
  cp-end-kind: "primary output"
  worstPathRequired_ps: 1920
  crit_chain: "clkdlybuf4s50_1 -> clkdlybuf4s50_1"
  arrival_ps: 1430
  timing.critical_path.fanout_max: 2
  cp_top_family: "buffers and inverters"
  criticalPathCategory: "in -> out"
  cpMostUsedCell: "clkdlybuf4s50_1"
  path_buffers: 2
place:
  dpl.hpwl_mm: 3.15
  port_buffers: 17
  place.gp.congestion: 0.833
  place_inst: 358
  placed_area_sq_um: 2870
  pre_cts_ws_ps: 495
job:
  max-cap-violations: 0
  tool_warnings: 32
min_path:
  min_path_type: "reg -> reg"
run_status:
  status: "complete, no violations"
-- synthesized netlist by cell type (2+ instances only) --
library cell and count:
nor4b_1 2, buf_4 4, o21ai_0 3, xor2_1 6, inv_1 15, nor3_1 4, ha_1 18, and3_1 5
a21o_1 2, edfxtp_1 29, nand4_1 4, clkbuf_1 9, or3_1 3, nor2b_1 5, nor2_1 18, and2_1 2
xnor2_1 17, mux2_1 8, dfxtp_1 20, nor4bb_1 2, nand3_1 16, nand2_1 21, nor4_1 7, o211ai_1 2
-- power by group through the flow --
stage | clock network, mW | logic (mW) | registers, mW
final | 0.182 | 0.00700 | 0.234
after CTS | 0.187 | 0.00712 | 0.233
after global routing | 0.198 | 0.00782 | 0.233
-- final cells by class --
type	instances	share of cell area
clock buffers	3	0.0142
multi-input cells	170	0.420
inverters	15	0.0194
flip-flops and latches	49	0.437
repair buffers	19	0.0637
well taps	105	0.0452
-- flip-flops by register name, indices dropped and copies added (netlist names) --
name	flops
state.shift_mi	8
state.st	3
state.cs	1
st_count.n	6
state.Dim	2
state.Dout	8
state.shift_mo	5
state.sh	1
clk_system.count	14
state.MOSI	1
-- logic make-up (layout without fill, tap and decap cells) --
family / Yosys count / count (layout) / share of synthesized area
buf+inv: 29 / 37 / 0.0501
xor+xnor: 24 / 24 / 0.0831
other cells: 1 / 2 / 0.00143
flops: 49 / 49 / 0.485
fa+ha+maj: 19 / 19 / 0.0902
compound gates: 15 / 15 / 0.0410
mux: 9 / 9 / 0.0382
simple gates: 101 / 101 / 0.211
-- layer usage --
metal	routed length, um	up-vias
li1	-	884
met1	2130	793
met2	1850	31
met3	128	0
met4	0	0
met5	0	-
-- worst paths after layout --
kind / start / endpoint / slack, ps / depth (start not counted)
worst max-delay path: MISO / copia_mi / 490 / 2
worst min-delay path: clk_system.count[0] / clk_system.count[0] / 430 / 1
worst max register to register: clk_system.count[2] / clk_system.count[13] / 1140 / 4
worst min register to register: clk_system.count[0] / clk_system.count[0] / 430 / 1
Power figures rest on the tool's default switching activity, not on a simulated workload.
