==> flow/design.v <==
module baudgen(input wire clk,
               input wire clk_ena, 
               output wire clk_out);
parameter M = 868;
localparam N = clog2(M);
reg [N-1:0] divcounter = 0;
always @(posedge clk)
  if (clk_ena)
    divcounter <= (divcounter == M - 1) ? 0 : divcounter + 1;
  else
    divcounter <= M - 1;
assign clk_out = (divcounter == 0) ? clk_ena : 0;
function integer clog2;
	input integer value;
begin
	value = value-1;
	for (clog2=0; value>0; clog2=clog2+1)
	value = value>>1;
end
endfunction
endmodule
module scicad1 (input wire clk,   
                input wire dtr,   
                output wire tx    
               );
parameter BAUD = 868;
reg rstn = 1;
wire ready;
reg [7:0] data;
reg [7:0] data_r;
reg transmit;
reg cena;       
reg start;   
always @(posedge clk)
  rstn <= 0;
uart_tx #(.BAUD(BAUD))
  TX0 (
    .clk(clk),
    .rstn(rstn),
    .data(data_r),
    .start(start),
    .ready(ready),
    .tx(tx)
  );
always @*
  case (car_count)
    8'd0: data <= "H";
    8'd1: data <= "o";
    8'd2: data <= "l";
    8'd3: data <= "a";
    8'd4: data <= "!";
    8'd5: data <= ".";
    8'd6: data <= ".";
    8'd7: data <= ".";
    default: data <= ".";
  endcase
always @*
  data_r <= data;
reg [2:0] car_count;
always @(posedge clk)
  if (rstn == 1)
    car_count = 0;
  else if (cena)
    car_count = car_count + 1;
always @(posedge clk)
  transmit <= dtr;
localparam IDLE = 0;    
localparam TXCAR = 2'd1;   
localparam NEXT = 2'd2;    
localparam END = 3;     
reg [1:0] state;
always @(posedge clk)
  if (rstn == 1)
    state <= IDLE;
  else
    case (state)
      IDLE: 
        if (transmit == 1) state <= TXCAR;
        else state <= IDLE;
      TXCAR: 
        if (ready == 1) state <= NEXT;
        else state <= TXCAR;
      NEXT:	
        if (car_count == 7) state <= END;
        else state <= TXCAR;
      END: 
        if (ready == 1) state <= IDLE;
        else state <= END;
      default:
         state <= IDLE;
    endcase
always @*
  case (state)
    IDLE: begin
      start <= 0;
      cena <= 0;
    end
    TXCAR: begin
      start <= 1;
      cena <= 0;
    end
    NEXT: begin
      start <= 0;
      cena <= 1;
    end
    END: begin
      start <= 0;
      cena <= 0;
    end
    default: begin
      start <= 0;
      cena <= 0;
    end
  endcase
endmodule
`default_nettype none
module uart_tx (
         input wire clk,         
         input wire rstn,        
         input wire start,       
         input wire [7:0] data,  
         output reg tx,          
         output wire ready       
       );
parameter BAUD =  10417;
reg start_r; 
wire clk_baud;
reg [3:0] bitc;
reg [7:0] data_r;
wire load;     
wire baud_en;  
always @(posedge clk)
  start_r <= start;
always @(posedge clk)
  if (start == 1 && state == IDLE)
    data_r <= data;
reg [9:0] shifter;
always @(posedge clk)
  if (rstn == 1)
    shifter <= 10'b1111111111;
  else if (load == 1)  
    shifter <= {data_r,2'b01};
  else if (load == 0 && clk_baud == 1)
    shifter <= {1'b1, shifter[9:1]};
always @(posedge clk)
  if (load == 1)
    bitc <= 0;
  else if (load == 0 && clk_baud == 1)
    bitc <= bitc + 1;
always @(posedge clk)
  tx <= shifter[0];
baudgen #(BAUD)
  BAUD0 (
    .clk(clk),
    .clk_ena(baud_en),
    .clk_out(clk_baud)
  );
localparam IDLE  = 0;   
localparam START = 1;   
localparam TRANS = 2;   
reg [1:0] state;
always @(posedge clk)
  if (rstn == 1)
    state <= IDLE;
  else
    case (state)
      IDLE: 
        if (start_r == 1) 
          state <= START;
        else 
          state <= IDLE;
      START:
        state <= TRANS;
      TRANS:
        if (bitc == 11)
          state <= IDLE;
        else
          state <= TRANS;
      default:
        state <= IDLE;
    endcase
assign load = (state == START) ? 1 : 0;
assign baud_en = (state == IDLE) ? 0 : 1;
assign ready = (state == IDLE) ? 1 : 0;
endmodule
==> flow/run.sh <==
#!/bin/bash
# OpenROAD 26Q1-2900-gdf79404cd8, Yosys 0.63+post, stock flow scripts
make -C /OpenROAD-flow-scripts/flow DESIGN_CONFIG=/design/flow/config.mk WORK_HOME=/design/flow/orfs finish
==> flow/config.mk <==
export PLATFORM = sky130hd
export DESIGN_NAME = scicad1
export DESIGN_NICKNAME = scicad1
export VERILOG_FILES = /design/flow/design.v
export SDC_FILE = /design/flow/constraint.sdc
export NUM_CORES = 4
export LEC_CHECK = 1
export CORE_UTILIZATION = 40
==> flow/constraint.sdc <==
current_design scicad1

set clk_period 2.5
set clk_io_pct 0.2

create_clock -name clk0 -period $clk_period [get_ports {clk}]

set non_clock_inputs [all_inputs -no_clocks]
set_input_delay [expr $clk_period * $clk_io_pct] -clock clk0 $non_clock_inputs
set_output_delay [expr $clk_period * $clk_io_pct] -clock clk0 [all_outputs]
==> metrics.cfg <==
[final_timing]
worstMarginPinSlew_ns = 0.576
grt_setup_unrepaired = false
fin_ws_ns = 0.296
drv_slew = 0
skew_ns = 0.00638
fin_crit_ns = 2.20
finalSetupViolations = 0
setup_tns_ns = 0
slew_headroom_pct = 61.3
finalHoldViolCount = 0
max_freq_mhz = 454
period_used_pct = 88.1

[grt]
grt_pass1_vias = 1463
antenna_found_initial = 0
grt_usage_pct = 17.2
grt_pass1_wl_mm = 6.80
overflow = 0
grt_max_degree = 17

[routing]
drt_pass1_iterations = 4
drc = 0
via_per_inst = 5.79
finalWirelength_mm = 3.74
diodes = 0
dr_total_vias = 1487
drtIter0Drc = 91
wl_per_cell_um = 14.6
ant_nets = 0

[cts]
hold_buffers = 0
worstSkewPairLatency_ns = 0.29
htreeDepth = 2
ctsRootBufferMaster = clkbuf_8
cts_setup_buffers = 0
clock-sinks = 44
cts.path.max_buffers = 2
cts_tree = built
cts.repair.resized = 0
cts_made_buffers = 5
clkTransAtPathRegs_ns = 0.08

[min_path]
hold_class = reg2reg

[synthesis]
ys_seq_share_pct = 48.6
avgSynthCellArea_um2 = 9.34
yosysCellCount = 207
edf_count = 6
netlist_area_um2 = 1930
async_flop_share_pct = 0
synthCells = 207
ff_type = dfxtp_1
yosys-stat-area_um2 = 1930
synth_flops = 44
synth_cell_types = 44
yosys_warnings = 3

[job]
drv_cap = 0
tool_warnings = 28

[cells_and_area]
syn_to_final_growth_pct = 8.99
drive_gt1_share_pct = 6.83
nFillCells = 408

[die]
die_height_um = 71.5
die_w_um = 71.5
die_area_um2 = 5120
core_util_floorplan_pct = 42.9
coreArea_um2 = 4500
ioPinCount = 3
rows = 24

[placement]
io_buffer_count = 2
dp_hpwl_mm = 2.48
pre_cts_slack_ns = 0.357
globalplace.congestion = 0.827

[critical_path]
worstPathRequired_ns = 2.69
startpoint_type = register
crit_fanout = 14
path_class = reg2reg
cp.arrival_ns = 2.39
cp-end-kind = register

[power]
p_per_area_nw_per_um2 = 780
leakage_nw = 0.779
vdd_ir_drop_max_uv = 387

[outcome]
outcome = complete, no violations

## logic make-up after synthesis
| kind of cell | share of synthesized area (%) |
|---|---|
| fa+ha+maj | 4.53 |
| simple gates | 21.5 |
| xor+xnor | 1.81 |
| flops | 48.6 |
| buf+inv | 5.56 |
| other cells | 0.194 |
| compound gates | 15.0 |
| mux | 2.72 |
## cells in the mapped netlist (all sizes together), types with 2 or more instances
library cell | count | area share, %
a21oi | 7 | 1.8
a31oi | 9 | 2.9
and3 | 2 | 0.65
buf | 4 | 1.2
clkbuf | 11 | 2.2
dfxtp | 38 | 39
edfxtp | 6 | 9.3
ha | 7 | 4.5
inv | 11 | 2.1
mux2 | 2 | 1.2
mux2i | 3 | 1.6
nand2 | 7 | 1.4
nand2b | 2 | 0.65
nand3 | 6 | 1.6
nand3b | 3 | 1.2
nand4 | 10 | 3.2
nor2 | 19 | 3.7
nor2b | 4 | 1.3
nor3 | 7 | 1.8
nor4 | 5 | 1.9
nor4b | 2 | 1.2
o211ai | 2 | 0.78
o21a | 2 | 0.78
o21ai | 10 | 2.6
o31ai | 9 | 3.5
or3 | 2 | 0.65
or4 | 3 | 1.2
xnor2 | 2 | 0.91
xor2 | 2 | 0.91
## area by class of cell
cell class	count	area, um^2	area share [%]
clock buffer	6	72.6	3.44
clock inverter	2	60.1	2.85
sequential	44	941	44.6
inverter	11	41.3	1.96
timing repair buffer	5	42.5	2.02
multi-input combinational	137	886	42.0
tap	52	65.1	3.09
## worst paths after layout
kind                                 from     endpoint  slack, ns  cells after the start
hold reg to reg            TX0.shifter[0]       TX0.tx       0.36                      0
setup / recovery  TX0.BAUD0.divcounter[0]  TX0.bitc[3]       0.30                      5
hold / removal             TX0.shifter[0]       TX0.tx       0.36                      0
setup reg to reg  TX0.BAUD0.divcounter[0]  TX0.bitc[3]       0.30                      5
## cell usage in the layout (no fill, tap or decap), types with 5 or more instances in the layout
cell and n:
dfxtp_1 38, o21ai_0 10, edfxtp_1 6, a31oi_1 9, a21oi_1 7, o31ai_1 9, clkbuf_8 5, inv_1 11
nand2_1 7, nand3_1 6, ha_1 7, nor3_1 7, nor2_1 19, nand4_1 10
## power by group
group	internal, mW	leakage [nW]	switching (mW)
Sequential	0.766	0.362	0.0584
Clock	0.399	0.0654	0.229
Combinational	0.0690	0.351	0.122
## critical path, stage by stage, from the launching register on
cell and delay, ns:
dfxtp_1 0.35, inv_1 0.08, ha_1 0.16, or4b_1 0.69, nor4_1 0.44, mux2_2 0.37
## routing by layer
layer	wire [um]	track usage, %	vias up	part of all wire [%]
met4	34	2.40	0	0.91
met2	1720	26.0	32	46
met3	151	3.85	2	4.0
li1	-	-	747	-
met1	1840	27.2	706	49
met5	0	0	-	0
## flip-flops by register name (all words and copies together), names as in the netlist
signal / cells
TX0.bitc: 4
TX0.state: 3
TX0.data_r: 6
rstn: 1
TX0.start_r: 1
car_count: 3
TX0.shifter: 10
TX0.BAUD0.divcounter: 10
TX0.tx: 1
state: 4
transmit: 1
## through the flow
step,power [mW],cells,util (%),hold slack [ns],cell area (um^2)
after floorplan,0.985,207,-,0.331,1930
after global placement,1.02,249,43.9,0.346,1980
after detailed placement,1.03,249,43.9,0.348,1980
after CTS,1.66,257,46.8,0.360,2110
after global routing,1.73,257,46.8,0.374,2110
final,1.64,257,46.8,0.359,2110
Power is estimated from default activity; no workload was simulated.
